==> /design/flow/run.sh <==
#!/bin/bash
# OpenROAD 26Q1-2900-gdf79404cd8, Yosys 0.63+post, stock flow scripts
make -C /OpenROAD-flow-scripts/flow DESIGN_CONFIG=/design/flow/config.mk WORK_HOME=/design/flow/orfs finish
==> /design/flow/config.mk <==
export PLATFORM = sky130hd
export DESIGN_NAME = dut_8bit_addr
export DESIGN_NICKNAME = dut_8bit_addr
export VERILOG_FILES = /design/flow/design.v
export SDC_FILE = /design/flow/constraint.sdc
export NUM_CORES = 4
export LEC_CHECK = 1
export CORE_UTILIZATION = 30
==> /design/flow/design.v <==
module dut_8bit_addr(
	input clk,
	input reset_n,
	input wire Data_val,
 	input wire [7:0] Value_a ,
	input wire [7:0] Value_b,
	input wire  c_in,
	output reg [7:0] Sum_result , 
	output reg Sum_carry ,
	output reg Data_ready   
	);
	reg Data_val_reg ;
	reg c_in_reg ;
	reg [7:0] Value_a_reg ;
	reg [7:0] Value_b_reg ;
	reg [7:0] sum_reg_out ;
	reg Sum_carry_red_out ;
	reg Data_val_reg_out ;
	wire [6:0] c_net;
	wire [7:0] sum;    
	wire Sum_carry_wire;
	wire Data_val_wire ;
                one_bit_full_adder first_inst(.a(Value_a_reg[0]), .b(Value_b_reg[0]), .c_in(c_in_reg), .sum(sum[0]), .c_out(c_net[0]));
                one_bit_full_adder second_inst(.a(Value_a_reg[1]), .b(Value_b_reg[1]), .c_in(c_net[0]), .sum(sum[1]), .c_out(c_net[1]));
                one_bit_full_adder third_inst(.a(Value_a_reg[2]), .b(Value_b_reg[2]), .c_in(c_net[1]), .sum(sum[2]), .c_out(c_net[2]));
                one_bit_full_adder fourth_inst(.a(Value_a_reg[3]), .b(Value_b_reg[3]), .c_in(c_net[2]), .sum(sum[3]), .c_out(c_net[3]));
                one_bit_full_adder fifth_inst(.a(Value_a_reg[4]), .b(Value_b_reg[4]), .c_in(c_net[3]), .sum(sum[4]), .c_out(c_net[4]));
                one_bit_full_adder sixth_inst(.a(Value_a_reg[5]), .b(Value_b_reg[5]), .c_in(c_net[4]), .sum(sum[5]), .c_out(c_net[5]));
                one_bit_full_adder seventh_inst(.a(Value_a_reg[6]),.b(Value_b_reg[6]), .c_in(c_net[5]), .sum(sum[6]), .c_out(c_net[6]));
                one_bit_full_adder eighth_inst(.a(Value_a_reg[7]), .b(Value_b_reg[7]), .c_in(c_net[6]), .sum(sum[7]), .c_out(Sum_carry_wire));
		assign Data_val_wire = Data_val_reg ;
always @(posedge clk or negedge reset_n ) 
begin
   if (!reset_n) begin   
        Data_val_reg <= 1'b0;
	c_in_reg <= 1'b0;
        Value_a_reg <= 8'b00000000;
        Value_b_reg <= 8'b00000000;
	sum_reg_out <= 8'b00000000 ;
	Sum_carry_red_out <= 1'b0 ;
	Data_val_reg_out <= 1'b0;
        Sum_result <= 8'b00000000 ;
        Sum_carry <= 1'b0 ;
	Data_ready <= 1'b0 ;
   end else if (!Data_val) begin  
	Data_val_reg <= 1'b0;
	c_in_reg <= 1'b0;
	Value_a_reg <= 8'b00000000;
	Value_b_reg <= 8'b00000000;
	sum_reg_out <= sum ;
	Sum_carry_red_out <= Sum_carry_wire ;
	Data_val_reg_out <= Data_val_wire;
	Sum_result <= sum_reg_out ;
	Sum_carry <= Sum_carry_red_out ;
	Data_ready <= Data_val_reg_out; 
   end else begin
	Data_val_reg <= Data_val;
	c_in_reg <=  c_in;
	Value_a_reg <= Value_a;
	Value_b_reg <= Value_b;
	sum_reg_out <= sum ;
	Sum_carry_red_out <= Sum_carry_wire ;
	Data_val_reg_out <= Data_val_wire;
	Sum_result <= sum_reg_out ;
	Sum_carry <= Sum_carry_red_out ;
	Data_ready <= Data_val_reg_out;  
   end
end
endmodule
module one_bit_full_adder(a,b,c_in,sum,c_out);
	input a , b , c_in ;
	output   sum , c_out ;
	assign sum = a ^ b ^ c_in ;
	assign c_out = (a & b) | ((a^b)&c_in) ;
endmodule
==> /design/flow/constraint.sdc <==
current_design dut_8bit_addr

set clk_period 5.4
set clk_io_pct 0.2

create_clock -name clk0 -period $clk_period [get_ports {clk}]

set non_clock_inputs [all_inputs -no_clocks]
set_input_delay [expr $clk_period * $clk_io_pct] -clock clk0 $non_clock_inputs
set_output_delay [expr $clk_period * $clk_io_pct] -clock clk0 [all_outputs]
==> impl_metrics.ini <==
; generated from flow reports
[cells_and_area]
drive_above_1_share = 0.193
syn2layout_area_growth_pct = 32.4
fill_cells = 365

[timing]
worstMarginPinSlew_ps = 767
rsz0062_at_grt = false
fin_crit_ps = 3600
setup_tns_ps = 0
fin_crit_sh = 0.666
fmax_mhz = 278
worst_hold_slack_ps = 346
hold_viol_final = 0
worst_clock_skew_ps = 4.45
slew_headroom = 0.488
slew_violations = 0
setup_viol = 0

[yosys]
yosys_area_um2 = 1280
yosys-stat-cells = 74
synth_top_flop_cell = dfrtp_1
synth.most_common_cell = dfrtp_1
synth_top_area_share = 0.741
yosysWarnings = 1
syn_area_um2 = 1280
top_cells_by_area = dfrtp_1 74%, fa_1 12%, and2_2 7.6%, inv_1 2.9%, and2_1 2.0%
ys_seq_frac = 0.741
syn_inst = 74
syn_area_per_cell_um2 = 17.3
synth-async-reset-ratio = 1.00
edf_count = 0
numSynthFlops = 38
synth.largest_area_cell = dfrtp_1
ys_top_cells_by_count = 38 x dfrtp_1, 13 x and2_2, 10 x inv_1
ys_types = 6

[job]
warnings = 25
cap_violations = 0

[global_route]
grt_antenna_before_repair = 0
grt_pass1_vias = 575
grt-ovfl-total = 0
gr-usage-all-layers = 0.0762
grt_max_degree = 39
grt_pass1_wl_mm = 2.42

[critical_path]
worstSetupPathType = register to register
critPathLaunchType = register
cp_max_fo = 1
cp.required_ps = 5620
crit_path_end_kind = register
arrival_ps = 3820

[pwr]
vdd_drop_max_mv = 0.134
powerDensity_nw_per_um2 = 317
power_leakage_nw = 0.800

[drt]
first_pass_iters = 2
diodes = 0
vias = 596
final_antenna_net_count = 0
drtIter0Drc = 3
drc_errors = 0
wl_per_cell_um = 9.14
viasPerCell = 3.75
wl_mm = 1.45

[clocking]
root_buffer = clkbuf_8
h-tree-depth = 2
cts_tree = built
cts-buffers-inserted = 5
path_clk_slew_ps = 60
cts_setup_buffers = 0
ctsHoldBuffers = 0
cts_max_path_buffers = 2
clock_sinks = 38
clk_latency_ps = 280
cts_resized = 0

[outcome]
outcome = complete, no violations

[floorplan]
rows = 23
chipArea_um2 = 4540
die_h_um = 67.4
dieWidth_um = 67.4
fp-utilization = 0.316
coreArea_um2 = 4060
ios = 30

[placement]
place_congestion = 0.721
hpwlAfterDp_mm = 1.03
io_buffers = 29

[hold_path]
min_path_type = register to register
-- power breakdown --
part	total, mW	leakage (nW)	internal, mW	switching (mW)
clock	0.170	0.0438	0.0863	0.0835
combinational	0.0505	0.281	0.0357	0.0148
sequential	0.319	0.475	0.311	0.00758
total	0.539	0.800	0.433	0.106
-- cell families after synthesis --
group / count (synthesis) / share of synthesized area
adders and majority gates: 8 / 0.125
buffers and inverters: 11 / 0.0381
and+or+nand+nor: 17 / 0.0956
DFF: 38 / 0.741
-- layer usage --
layer,global-route usage,vias up,part of all wire
li1,-,279,-
met1,0.114,287,0.44
met2,0.110,25,0.44
met3,0.0308,5,0.085
met4,0.0160,0,0.032
met5,0,-,0
-- final timing paths --
path                                          start                          to  slack (ps)  cells past startpoint
setup reg to reg           Value_b_reg[0]$_DFF_PN0_    sum_reg_out[7]$_DFF_PN0_        1800                     12
hold / removal               Data_val_reg$_DFF_PN0_  Data_val_reg_out$_DFF_PN0_         350                      0
setup / recovery           Value_b_reg[0]$_DFF_PN0_    sum_reg_out[7]$_DFF_PN0_        1800                     12
hold reg to reg              Data_val_reg$_DFF_PN0_  Data_val_reg_out$_DFF_PN0_         350                      0
max in group asynchronous                   reset_n    Value_b_reg[5]$_DFF_PN0_        4040                      1
min in group asynchronous                   reset_n     Sum_result[0]$_DFF_PN0_         870                      1
-- metrics by stage --
step | setup WS (ps) | utilization | instances | power (mW) | area [um^2]
4_1_cts | 1770 | 0.418 | 159 | 0.549 | 1700
3_3_place_gp | 1870 | 0.399 | 152 | 0.375 | 1620
6_report | 1800 | 0.418 | 159 | 0.539 | 1700
3_5_place_dp | 1790 | 0.399 | 152 | 0.377 | 1620
5_1_grt | 1670 | 0.418 | 159 | 0.572 | 1700
2_1_floorplan | 1980 | - | 74 | 0.335 | 1280
-- critical path: stages, from the launching register on --
cell,delay [ps]
dfrtp_1,370
inv_1,80
fa_1,190
inv_1,60
fa_1,370
fa_1,380
fa_1,390
fa_1,400
fa_1,390
fa_1,370
inv_1,80
fa_1,410
inv_1,60
-- layout make-up --
class	instances	area [um^2]	share of cell area
sequential	38	951	0.560
timing repair buffer	29	285	0.168
multi-input combinational	25	283	0.167
clock buffer	5	68.8	0.0405
tap	50	62.6	0.0368
inverter	10	37.5	0.0221
clock inverter	2	10.0	0.00590
-- placed cells by master (no fill, tap or decap), drive strengths merged --
master,count
dfrtp,38
and2,17
clkinv,2
clkdlybuf4s50,28
clkbuf,5
buf,1
inv,10
fa,8
Power and IR drop assume default switching activity.
